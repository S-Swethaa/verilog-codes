$ cat design/flow/constraint.sdc
current_design simple_sram

set clk_period 2.2
set clk_io_pct 0.2

create_clock -name clk0 -period $clk_period [get_ports {clk}]

set non_clock_inputs [all_inputs -no_clocks]
set_input_delay [expr $clk_period * $clk_io_pct] -clock clk0 $non_clock_inputs
set_output_delay [expr $clk_period * $clk_io_pct] -clock clk0 [all_outputs]
$ cat design/flow/config.mk
export PLATFORM = sky130hd
export DESIGN_NAME = simple_sram
export DESIGN_NICKNAME = simple_sram
export VERILOG_FILES = /design/flow/design.v
export SDC_FILE = /design/flow/constraint.sdc
export NUM_CORES = 4
export LEC_CHECK = 1
export CORE_UTILIZATION = 50
$ cat design/flow/run.sh
#!/bin/bash
# OpenROAD 26Q1-2900-gdf79404cd8, Yosys 0.63+post, stock flow scripts
make -C /OpenROAD-flow-scripts/flow DESIGN_CONFIG=/design/flow/config.mk WORK_HOME=/design/flow/orfs finish
$ cat design/flow/design.v
`timescale 1ns / 1ps
module simple_sram(
output reg [7:0] read_data,
input clk,
input reset,
input wen,
input [7:0]w_data,
input [7:0]addr
    );
    reg [7:0]mem[0:7];
 always@(posedge clk )begin
   if(reset)
     read_data<=8'b0;
   else if (wen) begin
            mem[addr[2:0]] <= w_data;
        end else begin
            read_data <= mem[addr[2:0]];
        end
  end
endmodule
==> summary.txt <==
Outcome -> finished clean
Worst Setup Start Kind -> input port
Max Slew Vio Count -> 0
Synth-to-layout area growth -> 21.7%
Initial antenna violation count -> 0
R2r setup slk -> 1050 ps
CTS Sinks -> 72
Root Buffer -> clkbuf_8
Area leader share -> 0.676
Power Total -> 0.00304 W
Post-route ant nets -> 0
Total track usage -> 0.201
Yosys adder share -> 0
Crit path DAT -> 1960 ps
RSZ-0062 raised after global routing -> false
Slowest CP cell -> clkdlybuf4s50_1
Number of port buffers -> 21
Sequential share of the synthesized area -> 0.733
Crit-path max FO -> 8
Post-layout period usage -> 0.788
Average via count per standard cell -> 5.31
XOR/XNOR Area Share -> 0
Yosys simple share -> 0.0533
Met2 wire len -> 2320 µm
Mapped Cells -> 181
Cell taking the most area after synthesis -> edfxtp_1
Log Warnings -> 30
Syn Std Cell Area -> 2840 µm²
PwrDens -> 880 nW/µm²
Number of global-route vias before repair -> 1,562
Post-cts resize count -> 0
RR Endpoint -> read_data[5]
First-pass GRT wire length -> 8020 µm
Routed WL -> 5030 µm
Initial DRT Pass Iterations -> 4
Worst Hold Depth -> 3
Routed len/inst -> 17.1 µm
DRC violations left -> 0
Worst hold endpoint -> read_data[7]
Synth Area in Compound Gates -> 0.0634
R2r worst-path depth -> 3
CP max stage delay -> 570 ps
Final setup vio count -> 0
WL met3 -> 477 µm
Detailed Place HPWL -> 3300 µm
Fp_density -> 0.516
Top cells, area -> edfxtp_1 (68%), mux2i_1 (11%), dfxtp_1 (5.6%), o41a_1 (3.2%), nor2_1 (3.0%)
CP Capture Type -> flip-flop
Largest net degree at the start of global routing -> 18
Die width -> 77.4 µm
Post-route insts no fill -> 294
Synth mux share -> 0.113
Yosys stat area -> 2840 µm²
Mean area per synthesized cell -> 15.7 µm²
TritonCTS clock tree -> yes
Setup CP Type -> input port to flip-flop
Die Span Y -> 77.4 µm
Clk latency late pin -> 340 ps
Diode count -> 0
Share of layout cells above drive strength 1 -> 0.153
Main logic family -> multiplexers
Worst path cell trace -> clkdlybuf4s50_1 -> nand2b_1 -> o22ai_1 -> o41a_1
Hold Crit Class -> flip-flop to flip-flop
Tmin final -> 1730 ps
Num ports -> 27
Final setup TNS -> 0 ps
M1 WL -> 2140 µm
Die area -> 5990 µm²
CTS buffer count -> 9
Placer congestion estimate -> 0.833
Most frequent cells in the layout -> edfxtp_1 (64), mux2i_1 (32), nor2_1 (23), clkdlybuf4s50_1 (20), buf_4 (14)
Pleak -> 1.24 nW
Starting DRT DRC Count -> 46
Worst Max-Slew Pin Slew -> 454 ps
Layout Skew -> 6.73 ps
RR Startpoint -> mem[1][5]
Warnings from Yosys -> 1
Cell Type Count -> 21
Number of cells in Yosys stat -> 181
Crit path DRT -> 2420 ps
Synth Register Bits -> 72
Slew headroom -> 0.697
Post CTS Setup Buffer Count -> 0
Hold slack -> 554 ps
Dominant logic cell type in the layout -> edfxtp_1
DP Cell Count -> 278
Core area -> 5510 µm²
Final hold vios -> 0
GRT Residual Overflow -> 0
VDD IR-drop max -> 499 µV
Number of max-cap violations -> 0
HP Start -> read_data[7]
CTS Hold Bufs -> 0
Fmax -> 577 MHz
CTS max path bufs -> 2
H-tree Lvls -> 3
FP Rows -> 27
Highest metal layer with signal wires -> met4
# fillers -> 391
CTS clk-pin slew, worst paths -> 70 ps
Vias -> 1,562
## synthesized netlist by cell type
library cell	count
nand3b_1	1
or2_2	1
nand2b_1	3
o41a_1	8
nand2_1	3
clkbuf_2	1
buf_6	2
nor4_1	2
clkbuf_1	1
nor2_1	23
buf_4	1
o22ai_1	8
buf_2	4
edfxtp_1	64
buf_8	1
buf_1	1
inv_1	8
a21oi_1	8
mux2i_1	32
or3b_1	1
dfxtp_1	8
## area by class of cell
type | instances | area (µm²) | share of cell area
Clock inverter | 6 | 133 | 0.0384
Inverter | 8 | 30.0 | 0.00869
Clock buffer | 10 | 128 | 0.0369
Tap cell | 72 | 90.1 | 0.0261
Multi-Input combinational cell | 90 | 664 | 0.192
Sequential cell | 72 | 2080 | 0.602
Timing Repair Buffer | 36 | 330 | 0.0955
## state kept, by name (all words and copies together) (netlist names)
signal	count
read_data	8
mem	64
## through the flow
step	instance area, µm²	utilization	worst slack, ps
after floorplan	2840	-	85.8
after global placement	3200	0.581	160
after global routing	3460	0.628	380
after CTS	3460	0.628	486
after detailed placement	3200	0.581	120
final	3460	0.628	467
## power by group
group	internal [W]	switching, W	total [W]
sequential	0.00152	0.0000102	0.00153
combinational	0.0000922	0.0000954	0.000188
clock	0.000866	0.000455	0.00132
## cells by family (layout without fill, tap and decap cells)
| kind of cell | after synthesis | count (layout) |
|---|---|---|
| AND-OR/OR-AND | 24 | 24 |
| buffers and inverters | 19 | 60 |
| flip-flops | 72 | 72 |
| multiplexers | 32 | 32 |
| AND/OR/NAND/NOR | 34 | 34 |
## layer usage
metal  global-route usage  up-vias
met5                    0        -
met4               0.0358        0
met3                0.104        9
met2                0.282       52
met1                0.322      743
li1                     -      758
## worst max-delay path by stage
stage / start / endpoint / depth (start not counted)
after CTS: addr[1] / read_data[4] / 4
after global routing: addr[1] / read_data[5] / 4
final: addr[1] / read_data[5] / 4
## worst max-delay path, delay by kind of cell
kind / cells / cell delay, ps
AND-OR/OR-AND: 2 / 590
buffers and inverters: 1 / 570
AND/OR/NAND/NOR: 1 / 360
Power figures rest on the tool's default switching activity, not on a simulated workload.
