==> flow/design.v <==
`timescale 1ns / 1ps
module find_even_odd(
input clk,
input reset,
input din,
output reg dout ); 
parameter s0=2'b00, 
s1=2'b01, 
s2=2'b10, 
s3=2'b11; 
reg [1:0] state,nextstate;
always @(posedge clk or posedge reset)begin
if(reset)
state<=s0;
else
state<=nextstate;
end
always @(*)begin
nextstate=state;
dout=1'b0;
case(state)
s0:begin
if(din)
nextstate=s1;
else
nextstate=s2;
end
s1:begin
if(din)
nextstate=s0;
else
nextstate=s3;
end
s2:begin
if(din)
nextstate=s3;
else
nextstate=s0;
end
s0:begin
if(din)
nextstate=s2;
else
nextstate=s1;
end
endcase
if(state==s3)
dout=1'b1;
end
endmodule
==> flow/run.sh <==
#!/bin/bash
# OpenROAD 26Q1-2900-gdf79404cd8, Yosys 0.63+post, stock flow scripts
make -C /OpenROAD-flow-scripts/flow DESIGN_CONFIG=/design/flow/config.mk WORK_HOME=/design/flow/orfs finish
==> flow/config.mk <==
export PLATFORM = sky130hd
export DESIGN_NAME = find_even_odd
export DESIGN_NICKNAME = find_even_odd
export VERILOG_FILES = /design/flow/design.v
export SDC_FILE = /design/flow/constraint.sdc
export NUM_CORES = 4
export LEC_CHECK = 1
export CORE_AREA = 10 10 70 70
export DIE_AREA = 0 0 80 80
==> flow/constraint.sdc <==
current_design find_even_odd

set clk_period 1.2
set clk_io_pct 0.2

create_clock -name clk0 -period $clk_period [get_ports {clk}]

set non_clock_inputs [all_inputs -no_clocks]
set_input_delay [expr $clk_period * $clk_io_pct] -clock clk0 $non_clock_inputs
set_output_delay [expr $clk_period * $clk_io_pct] -clock clk0 [all_outputs]
==> results.yml <==
# generated from flow reports
logic_synthesis:
  numSynthFlops: 4
  yosysUniqueCellTypes: 8
  ys_cells: 10
  syn_area_um2: 148
  ys_seq_share_pct: 68.6
  ys_warn_count: 1
  avgSynthCellArea_um2: 14.8
  yosys_area_um2: 148
  synthCells: 10
cells_and_area:
  reg_top3: "state: 4 flops"
  syn_to_final_growth_pct: 76.3
  largest_reg_flops: 4
  max_flop_register: "state"
  fillCellCount: 407
  drive_gt1_share_pct: 41.2
  lay_top_cells: "3 x clkbuf_4, 3 x dfrtp_1, 2 x clkdlybuf4s50_1"
critical_path:
  r2r-end: "state[3]"
  rrSetupSlack_ns: 0.37
  startpoint_type: "flip-flop"
  cp_top_family: "flip-flops"
  critical_path.max_stage_delay_ns: 0.36
  critical_path.max_fanout: 2
  cp.required_ns: 0.96
  cp.arrival_ns: 0.84
  cp.buffers_inverters: 1
  critPathKind: "reg2out"
  path_cells: "dlygate4sd2_1"
  end_kind: "primary output"
  r2r_cells: 2
  cp_slowest_cell: "dfrtp_1"
  r2r-start: "state[2]"
sta:
  tightest_slew_ns: 0.184
  tns_ns: 0
  hold_viol_final: 0
  fmax_mhz: 927
  period_needed_ns: 1.08
  slew_headroom_pct: 87.7
  period_used_pct: 89.9
  rsz0062_at_grt: "no"
  setup_violations: 0
  skew_ns: 0.000909
  maxSlewViolCount: 0
global_routing:
  grt_max_degree: 6
  antenna_found_initial: 0
  grt_overflow: 0
  grt_use_total_pct: 1.16
  grt_pass1_vias: 109
  grt_pass1_wl_um: 510
floorplan:
  fp.dieW_um: 80
  rows: 21
  pin_count: 4
  die-area_mm2: 0.00640
  die.size.y_um: 80
  coreArea_mm2: 0.00342
  floorplan.core_util_pct: 4.32
drt:
  met3_length_um: 69
  dr_total_vias: 90
  wl_per_cell_um: 4.62
  antenna_left: 0
  n_antenna_cell: 0
  topRoutingLayerUsed: "met3"
  drc: 0
  dr_wl_met2_um: 97
  wl_um: 291
  met1Wirelength_um: 123
  drt_iter0_drc: 8
  dr.pass1.iters: 2
  via_per_inst: 1.43
clock_network:
  cts_made_buffers: 3
  post_cts_buffers: 0
  cts_tree: "built"
  cts_buffer_depth: 2
  clock_sinks: 4
  insertion_delay_ns: 0.23
  htree_levels: 1
  clk_pin_slew_ns: 0.04
  cts-root-buf: "clkbuf_4"
power:
  total_power_mw: 0.330
  vdd_drop_max_uv: 157
  power_density_mw_per_mm2: 1270
  p_leak_nw: 0.117
min_path:
  worstHoldPathType: "in2async"
run:
  cap_viol_max_count: 0
  log.warning_count: 25
place:
  io_buffers: 3
  place.gp.congestion: 0.608
outcome:
  status: "completed"
==> how the worst max path moves through the flow <==
| stage | cells past startpoint | end | start | slack, ns |
|---|---|---|---|---|
| 4_1_cts | 1 | dout | state[3] | 0.11 |
| 5_1_grt | 1 | dout | state[3] | 0.08 |
| 6_report | 1 | dout | state[3] | 0.12 |
==> stage by stage <==
stage	utilization, %	hold WS (ns)	setup WS, ns	instance area (um2)	instances
floorplan	-	0.00536	0.410	148	10
global placement	6.89	0.437	-0.0155	235	59
detailed placement	6.89	0.443	-0.0322	235	59
CTS	7.62	0.189	0.105	260	63
global route	7.62	0.188	0.0843	260	63
finish	7.62	0.186	0.121	260	63
==> cells in the mapped netlist, drive strengths merged <==
library cell | count | share of area (%)
a211o | 1 | 5.9
mux2 | 1 | 7.6
nor2b | 1 | 4.2
and2 | 1 | 5.1
inv | 1 | 2.5
dfrtp | 3 | 51
and2b | 1 | 5.9
dfstp | 1 | 18
==> layout make-up <==
| type | count | area (um2) | share of cell area, % |
|---|---|---|---|
| tap | 46 | 57.6 | 22.1 |
| clock buffer | 4 | 26.3 | 10.1 |
| timing repair buffer | 3 | 28.8 | 11.1 |
| inverter | 1 | 3.75 | 1.44 |
| sequential | 4 | 101 | 38.9 |
| multi-input combinational | 5 | 42.5 | 16.3 |
==> where the power goes <==
part	total, mW	internal, mW	leakage (nW)	switching, mW
combinational	0.0118	0.00679	0.0501	0.00498
clock	0.183	0.125	0.0150	0.0579
sequential	0.136	0.136	0.0522	0
total	0.330	0.267	0.117	0.0629
==> per-layer routing <==
layer | global-route usage [%] | vias up
met3 | 1.93 | 0
met4 | 0.352 | 0
li1 | - | 46
met1 | 1.14 | 39
met2 | 1.12 | 5
met5 | 0 | -
==> cell families after synthesis <==
kind of cell           after synthesis  synth area share (%)
buffers and inverters                1                  2.54
multiplexers                         1                  7.63
AND-OR/OR-AND                        1                  5.93
flip-flops                           4                  68.6
AND/OR/NAND/NOR                      3                  15.3
==> timing repair <==
action,in CTS,in global routing
gates resized,1,0
setup endpoints to repair,1,0
hold buffers,0,0
Power is estimated from default activity; no workload was simulated.
